`design.v`:
```
module data_memory(
input clk,WE,
input [31:0] A,
input [31:0] WD,
output [31:0] RD 
);
reg [31:0] data_memory [63:0];
always@( posedge clk  ) begin
if ( WE == 1 )begin
data_memory[A] <= WD;
end
else begin
data_memory[A] <=data_memory[A] ;
end
end
assign  RD = data_memory[A] ;
endmodule
```
`run.sh`:
```
#!/bin/bash
# OpenROAD 26Q1-2900-gdf79404cd8, Yosys 0.63+post, stock flow scripts
make -C /OpenROAD-flow-scripts/flow DESIGN_CONFIG=/design/flow/config.mk WORK_HOME=/design/flow/orfs finish
```
`config.mk`:
```
export PLATFORM = sky130hd
export DESIGN_NAME = data_memory
export DESIGN_NICKNAME = data_memory
export VERILOG_FILES = /design/flow/design.v
export SDC_FILE = /design/flow/constraint.sdc
export NUM_CORES = 4
export LEC_CHECK = 1
export CORE_UTILIZATION = 30
```
`constraint.sdc`:
```
current_design data_memory

set clk_period 39.6
set clk_io_pct 0.2

create_clock -name clk0 -period $clk_period [get_ports {clk}]

set non_clock_inputs [all_inputs -no_clocks]
set_input_delay [expr $clk_period * $clk_io_pct] -clock clk0 $non_clock_inputs
set_output_delay [expr $clk_period * $clk_io_pct] -clock clk0 [all_outputs]
```
==> load_flow_metrics.sql <==
-- metrics for the results database
INSERT INTO impl_metrics (metric_group, metric, value, unit) VALUES
('outcome', 'outcome', 'finished, final reports clean', ''),
('logic_synthesis', 'synth_area_per_cell', '17.86', 'µm²'),
('placed_design', 'dpl.cell_count', '7839', ''),
('final_layout', 'registers.top_by_ff_count', 'data_memory', ''),
('logic_synthesis', 'synth_warnings', '1', ''),
('sta', 'final-hold-violation-count', '0', ''),
('logic_synthesis', 'post_synth_inst_count', '4396', ''),
('global_routing', 'groute.usage.overall', '0.1804', ''),
('worst_setup_path', 'critical_path.startpoint_type', 'input port', ''),
('detailed_routing', 'drt-pass1-iter-count', '5', ''),
('power', 'power.share.switching', '0.2229', ''),
('clock_tree', 'tritoncts.num_buffers', '187', ''),
('placed_design', 'hpwl_dp', '126500', 'µm'),
('clock_tree', 'cts.repair_timing.setup_buffer_count', '0', ''),
('sta', 'rsz0062_at_grt', 'no', ''),
('power', 'vdd_ir_drop_max', '0.03280', 'mV'),
('final_layout', 'final.fill_count', '23770', ''),
('detailed_routing', 'route.detailed.drc', '0', ''),
('worst_setup_path', 'critical_path.reg2reg.startpoint', 'data_memory[17][1]$_DFFE_PP_', ''),
('logic_synthesis', 'yosys_register_bits', '2048', ''),
('logic_synthesis', 'post_synth_instance_area', '78510', 'µm²'),
('sta', 'setup_ws', '18.86', 'ns'),
('worst_setup_path', 'timing.reg2reg.worst_path_depth', '6', ''),
('worst_setup_path', 'crit_path_drt', '31.68', 'ns'),
('final_layout', 'largest_registers', 'data_memory (2048)', ''),
('placed_design', 'routability_congestion_estimate_from_global_placement', '0.8857', ''),
('final_layout', 'flow.area_growth_from_synthesis', '15.46', '%'),
('worst_setup_path', 'regToRegEndpoint', 'data_memory[57][1]$_DFFE_PP_', ''),
('floorplanning', 'num_rows', '187', ''),
('placed_design', 'dpl-instance-area', '84600', 'µm²'),
('worst_setup_path', 'critical_path.endpoint_type', 'output port', ''),
('worst_hold_path', 'hold_path.class', 'reg2reg', ''),
('sta', 'timing.clock.skew', '0.03107', 'ns'),
('worst_hold_path', 'worst_hold_path.num_cells', '4', ''),
('floorplanning', 'coreArea', '259900', 'µm²'),
('detailed_routing', 'initialDrtViolationCount', '3130', ''),
('logic_synthesis', 'yosys_area', '78510', 'µm²'),
('final_layout', 'layout.cells.non_filler', '8183', ''),
('final_layout', 'largest_register_ff_count', '2048', ''),
('detailed_routing', 'dr_total_vias', '44030', ''),
('power', 'flop_pwr_share', '0.540', ''),
('global_routing', 'grt_pass1_vias', '46180', ''),
('power', 'report.power.total', '0.004563', 'W'),
('power', 'pwr-share-clk', '0.391', ''),
('detailed_routing', 'drt.antenna.violating_nets', '0', ''),
('clock_tree', 'cts_num_sinks', '2048', ''),
('clock_tree', 'clk_root_buffer_cell', 'sky130_fd_sc_hd__clkbuf_16', ''),
('logic_synthesis', 'enable_flop_cells', '2048', ''),
('floorplanning', 'chipWidth', '513.6', 'µm'),
('global_routing', 'grt_max_degree', '103', ''),
('final_layout', 'layout_top_cell_excl_fill_tap', 'sky130_fd_sc_hd__edfxtp_1', ''),
('power', 'leakagePower', '27.31', 'nW'),
('logic_synthesis', 'yosys.stat.seqShare', '0.7833', ''),
('global_routing', 'initial_antenna_violation_count', '3', ''),
('detailed_routing', 'detail_route.wl_per_cell', '27.44', 'µm'),
('sta', 'maxClockFrequency', '0.04822', 'GHz'),
('logic_synthesis', 'yosys.cell_types.count', '69', ''),
('job', 'tool_warnings', '54', ''),
('final_layout', 'drive_above_1_share', '0.1743', ''),
('clock_tree', 'clk-insertion-delay-late', '0.84', 'ns'),
('floorplanning', 'floorplan.core_util', '0.3020', ''),
('sta', 'timing.setup.tns', '0', 'ns'),
('sta', 'final_setup_violations', '0', ''),
('final_layout', 'seq_area', '61500', 'µm²'),
('clock_tree', 'clkSlewWorstSetupHoldPaths', '0.06', 'ns'),
('worst_setup_path', 'criticalPathCategory', 'in2out', ''),
('floorplanning', 'die-area', '263800', 'µm²'),
('placed_design', 'setup_ws_pre_cts', '18.87', 'ns'),
('power', 'power_density', '50.34', 'nW/µm²'),
('floorplanning', 'die_height', '513.6', 'µm'),
('global_routing', 'gr-total-overflow', '0', '');
## kinds of logic after synthesis
group | synth area share
simple gates | 0.03015
compound gates | 0.1166
buf+inv | 0.02061
flops | 0.7833
mux | 0.04931
## power groups by stage
stage     clock network [W]  registers [W]  logic [W]
6_report            0.00178        0.00246   0.000318
4_1_cts             0.00181        0.00246   0.000318
5_1_grt             0.00189        0.00246   0.000340
## critical path, cell delays in order
cell and delay (ns):
sky130_fd_sc_hd__buf_8 0.29, sky130_fd_sc_hd__buf_4 0.60, sky130_fd_sc_hd__buf_4 0.65, sky130_fd_sc_hd__buf_4 0.56
sky130_fd_sc_hd__buf_4 0.64, sky130_fd_sc_hd__mux2_2 0.41, sky130_fd_sc_hd__a221oi_1 0.30, sky130_fd_sc_hd__o32ai_1 0.24
sky130_fd_sc_hd__a22oi_1 0.28, sky130_fd_sc_hd__nand4_1 0.23, sky130_fd_sc_hd__clkdlybuf4s50_1 0.50
## synth_stat cells, types with 35 or more instances
| cell | number | area [µm²] |
|---|---|---|
| sky130_fd_sc_hd__a21oi_1 | 75 | 375.4 |
| sky130_fd_sc_hd__a221oi_1 | 263 | 2303 |
| sky130_fd_sc_hd__a22oi_1 | 432 | 3243 |
| sky130_fd_sc_hd__buf_1 | 41 | 153.9 |
| sky130_fd_sc_hd__buf_2 | 90 | 450.4 |
| sky130_fd_sc_hd__clkbuf_1 | 182 | 683.2 |
| sky130_fd_sc_hd__edfxtp_1 | 2048 | 61500 |
| sky130_fd_sc_hd__mux2_2 | 160 | 1802 |
| sky130_fd_sc_hd__mux2i_1 | 140 | 1401 |
| sky130_fd_sc_hd__nand2_1 | 67 | 251.5 |
| sky130_fd_sc_hd__nand3_1 | 35 | 175.2 |
| sky130_fd_sc_hd__nor2_1 | 137 | 514.2 |
| sky130_fd_sc_hd__nor3_1 | 50 | 250.2 |
| sky130_fd_sc_hd__o21ai_0 | 44 | 220.2 |
| sky130_fd_sc_hd__o22ai_1 | 177 | 1107 |
| sky130_fd_sc_hd__o2bb2ai_1 | 40 | 350.3 |
## worst max path at each step
stage         from      to  slack (ns)
CTS           A[2]  RD[15]       18.88
global route  A[2]  RD[21]       18.68
finish        A[2]  RD[15]       18.86
## routing by layer
layer,track usage,part of all wire,vias up
met5,0.004384,0.00061,-
met4,0.06589,0.046,8
met3,0.1314,0.16,465
met2,0.2739,0.47,2862
met1,0.1945,0.32,21890
li1,-,-,18800
## per-stage QoR
| step | hold WS (ns) | util |
|---|---|---|
| floorplan | 1.364 | - |
| global placement | 1.074 | 0.3255 |
| detailed placement | 1.086 | 0.3255 |
| CTS | 1.088 | 0.3487 |
| global route | 1.175 | 0.3487 |
| finish | 1.118 | 0.3487 |
## cell type report
type	instances	area share
Clock inverter	118	0.01275
Inverter	9	0.0004279
Multi-Input combinational cell	1992	0.1790
Sequential cell	2048	0.6784
Timing Repair Buffer	294	0.02716
Antenna cell	1	0.00002761
Tap cell	3496	0.04826
Clock buffer	225	0.05390
Power is estimated from default activity; no workload was simulated.
