==> flow/design.v <==
module alu (
  input [31:0] A,B,
  input [2:0] sel,
  output [31:0] C,  
  output ZF,SF
);
reg [32:0] R;
always@(*)
begin
  case(sel)
   3'b000 : R = A + B ;
   3'b001 : R = A<<B ;
   3'b010 : R = A - B ;
   3'b100 : R = A ^ B ;
   3'b101 : R = A>>B ;
   3'b110 : R = A | B ;
   3'b111 : R = A & B ;
   default : R = 32'b0 ;
  endcase  
end
assign C = R[31:0] ;
assign ZF = ~(|R);
assign SF =  R[31];
endmodule
==> flow/run.sh <==
#!/bin/bash
# OpenROAD 26Q1-2900-gdf79404cd8, Yosys 0.63+post, stock flow scripts
make -C /OpenROAD-flow-scripts/flow DESIGN_CONFIG=/design/flow/config.mk WORK_HOME=/design/flow/orfs finish
==> flow/config.mk <==
export PLATFORM = sky130hd
export DESIGN_NAME = alu
export DESIGN_NICKNAME = alu
export VERILOG_FILES = /design/flow/design.v
export SDC_FILE = /design/flow/constraint.sdc
export NUM_CORES = 4
export LEC_CHECK = 1
export CORE_UTILIZATION = 40
==> flow/constraint.sdc <==
current_design alu

set clk_period 20.7
set clk_io_pct 0.2

create_clock -name clk0 -period $clk_period

set non_clock_inputs [all_inputs -no_clocks]
set_input_delay [expr $clk_period * $clk_io_pct] -clock clk0 $non_clock_inputs
set_output_delay [expr $clk_period * $clk_io_pct] -clock clk0 [all_outputs]
==> impl_metrics.toml <==
# physical design summary
[outcome]
status = "completed"

[logic_synthesis]
yosysChipArea_um2 = 8680
area_leaders = "ha_1, mux4_2, mux2i_1, nand2_1, xnor2_1"
ys_warn_count = 1
top_area_cell = "ha_1"
synthCells = 1177
netlist_area_um2 = 8680
top_cell_area_share = 0.140
postSynthSeqShare = 0
ys_cells = 1177
syn_area_per_cell_um2 = 7.37
synth.distinct_cells = 86

[final_layout]
synthToLayoutAreaGrowth_pct = 12.9
seqCellArea_um2 = 0
final_layout_size_suffix_gt1_frac = 0.0934
flops = 0
fin_area_um2 = 9800
n_clock_buffer = 0
nFillCells = 2146
logic_area_um2 = 7910

[route]
ant_nets = 0
routed_wl_mm = 42.2
drtIter0Drc = 868
remaining_drc_errors = 0
diodes = 0
firstDrtPassIters = 8
wire_per_inst_um = 28.2
vias_per_cell = 6.68
vias = 9993

[worst_setup_path]
cp_max_fo = 15
cp-endpoint = "ZF"
arrival_ns = 10.32
critPathKind = "in2out"
cp-end-kind = "output port"
startpoint = "B[5]"
crit_path_start_kind = "input port"
worst-endpoint-required_ns = 16.56

[clock_tree]
postCtsSetupRepairBufs = 0
cts_resized = 0
cts_hold_buf = 0

[place]
placed_area_um2 = 9800
dp_hpwl_mm = 33.2
place_congestion = 1.02
place.port_buffers = 101

[final_timing]
setup_viol_count_final = 0
tightest_slew_ns = 0.883
hold_viol = 0
finalSetupTns_ns = 0
max_freq_mhz = 69.2
min_period_over_period = 0.699
slew_headroom = 0.409
maxSlewViolCount = 0
rsz0062_at_grt = "false"
min_period_ns = 14.46

[grt]
grt_pass1_wl_mm = 60.6
grt_max_degree = 69
grt_remaining_overflow = 0
grt_usage = 0.384
antenna_found_initial = 1
grt_pass1_vias = 8969

[pwr]
power.density_nw_per_um2 = 30.3
p_leak_nw = 4.13
ir_worst_vdd_v = 0.0000154

[flow_run]
drv_cap = 0
warnings = 65

[floorplan]
chipArea_um2 = 22300
core-area_um2 = 21200
die.size.y_um = 149
rows = 53
pin_count = 101
die_w_um = 149
fp-utilization = 0.410

[worst_hold_path]
hold_path.class = "in2out"
-- cells in the mapped netlist, types with 15 or more instances --
cell        n
xnor2_1    43
mux2i_1    68
nand4_1    16
buf_2      17
a22oi_1    18
nand2_1   135
o22ai_1    16
o21ai_0    60
inv_1      89
mux4_2     36
clkbuf_1   47
nor3_1     33
nor2_1     76
a21oi_1    64
a21o_1     15
mux2_2     23
a22o_1     15
a211oi_1   16
nand3_1    26
o211ai_1   21
ha_1       97
-- stage by stage --
stage	std cells	hold WS (ns)	total power [mW]	util	setup WS, ns
3_3_place_gp	1495	9.51	0.293	0.463	6.48
3_5_place_dp	1495	9.48	0.290	0.463	6.36
2_1_floorplan	1177	8.52	0.178	-	8.06
6_report	1495	9.50	0.297	0.463	6.24
4_1_cts	1495	9.48	0.292	0.463	6.34
5_1_grt	1495	9.56	0.318	0.463	5.81
-- placed cells by master (no fill, tap or decap), types with 33 or more instances in the layout --
cell type	n
mux4_2	36
o21ai_0	60
xnor2_1	43
nor2_1	74
a21oi_1	64
clkdlybuf4s50_1	96
inv_1	89
ha_1	97
nor3_1	33
nand2_1	135
mux2i_1	68
-- worst max-delay path, cell delays in order --
cell and delay [ns]:
clkdlybuf4s50_1 0.68, nor3_1 0.38, and2_1 0.23, nand2_1 0.13, nor3_1 0.66, nand2_1 0.30, o21ai_0 0.28, xnor2_1 0.10
ha_1 0.34, nand3_1 0.16, nor3_1 0.27, and3_1 0.21, o211ai_1 0.13, a31oi_1 0.45, mux2i_1 0.15, a211oi_1 0.36
o2111ai_1 0.19, nor4_1 0.49, and3_1 0.22, clkdlybuf4s50_1 0.46
-- cell families after synthesis --
kind of cell / count (synthesis) / synth area share
AND/OR/NAND/NOR: 373 / 0.205
adder cells (fa/ha/maj): 98 / 0.142
multiplexers: 141 / 0.242
XOR/XNOR: 45 / 0.0454
AND-OR/OR-AND: 340 / 0.275
buffers and inverters: 180 / 0.0895
-- layout make-up --
type	instances	share of cell area
Tap cell	275	0.0351
Inverter	94	0.0360
Multi-Input combinational cell	997	0.807
Timing Repair Buffer	129	0.122
-- layer usage --
metal / GRT usage / share of wire / routed length [um] / vias up
li1: - / - / - / 4567
met1: 0.569 / 0.43 / 18100 / 4781
met2: 0.574 / 0.44 / 18500 / 573
met3: 0.0733 / 0.10 / 4350 / 72
met4: 0.0944 / 0.029 / 1240 / 0
met5: 0 / 0 / 0 / -
-- where the power goes --
part | switching (mW) | total, mW | internal (mW)
clock network | 0 | 0 | 0
registers | 0 | 0 | 0
logic | 0.174 | 0.297 | 0.123
-- worst min path at each step --
stage / startpoint / endpoint / cells past startpoint
after CTS: B[3] / C[16] / 7
after global routing: B[3] / C[16] / 7
final: B[3] / C[16] / 7
Power figures rest on the tool's default switching activity, not on a simulated workload.
