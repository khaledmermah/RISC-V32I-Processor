==> flow/design.v <==
module mux1 (
 input [31:0] in1,
 input [31:0] in2,
 input sel,
 output reg [31:0] out
);
 always @(*) begin
 if( sel ==0) out=in1;
 else out=in2;
 end
endmodule
==> flow/run.sh <==
#!/bin/bash
# OpenROAD 26Q1-2900-gdf79404cd8, Yosys 0.63+post, stock flow scripts
make -C /OpenROAD-flow-scripts/flow DESIGN_CONFIG=/design/flow/config.mk WORK_HOME=/design/flow/orfs finish
==> flow/config.mk <==
export PLATFORM = sky130hd
export DESIGN_NAME = mux1
export DESIGN_NICKNAME = mux1
export VERILOG_FILES = /design/flow/design.v
export SDC_FILE = /design/flow/constraint.sdc
export NUM_CORES = 4
export LEC_CHECK = 1
export CORE_AREA = 10 10 71 71
export DIE_AREA = 0 0 81 81
==> flow/constraint.sdc <==
current_design mux1

set clk_period 1.0
set clk_io_pct 0.2

create_clock -name clk0 -period $clk_period

set non_clock_inputs [all_inputs -no_clocks]
set_input_delay [expr $clk_period * $clk_io_pct] -clock clk0 $non_clock_inputs
set_output_delay [expr $clk_period * $clk_io_pct] -clock clk0 [all_outputs]
==> run_results.csv <==
group,metric,value,unit
run_status,status,"finished, violations left",
run_status,failed_checks,"negative setup slack",
synthesis,logic_family,"multiplexers",
clock_network,cts_hold_buf,0,
synthesis,synthXorXnorAreaFrac,0,%
synthesis,ys_sh_simple,0,%
place,pre_cts_ws,-0.5123,ns
sta,finalCritPeriodShare,117.9,%
final_layout,ff_count,0,
drt,wirelength,2.877,mm
synthesis,synth_seq_share,0,%
synthesis,ys_warn_count,1,
final_layout,area_growth,192.2,%
drt,routedWlPerCell,15.39,µm
synthesis,ys_cells,36,
final_layout,fillers,357,
sta,setup_ws,-0.1791,ns
pwr,power_leakage,0.8722,nW
synthesis,yosys_area,544.3,µm²
place,gp_congestion,0.8322,
drt,diodes,0,
synthesis,synth_area_per_cell,15.12,µm²
final_layout,clkbuf_count,0,
critical_path,criticalPathCategory,"primary input to output port",
place,dpl_cell_area,1539,µm²
sta,hold_viol_final,0,
synthesis,synthAoiAreaFrac,0,%
sta,tns,-3.304,ns
drt,viasPerCell,3.824,
global_route,antenna_found_initial,0,
place,place_hpwl,2.496,mm
final_layout,area.combinational,476.7,µm²
drt,drtAntennaViolNets,0,
synthesis,synth.most_common_cell,"mux2_4",
global_route,track_usage,7.789,%
die,num_io_pins,97,
global_route,gr-total-overflow,0,
sta,rsz0062_at_grt,"yes",
sta,maxSlewViolCount,0,
die,fp_util,14.98,%
synthesis,synth_area_leader_cell,"mux2_4",
drt,drc,0,
final_layout,drive_gt1_share,53.96,%
global_route,grt_pass1_wl,4.140,mm
synthesis,synthAdderAreaFrac,0,%
sta,setup_violations,32,
synthesis,top_cell_area_share,82.76,%
synthesis,yosysUniqueCellTypes,4,
final_layout,utilization,43.77,%
flow_run,drv_cap,0,
drt,dr.pass1.iters,2,
sta,fmax,848.1,MHz
drt,drt_first_iter_violations,3,
sta,relSlewSlack,94.20,%
synthesis,netlist_instances,36,
die,die_area,6561,µm²
die,fp.coreArea,3633,µm²
die,die_h,81,µm
critical_path,cp.required,0.80,ns
sta,period_needed,1.179,ns
critical_path,arrival,0.98,ns
global_route,grt_pass1_vias,764,
global_route,grt_max_degree,11,
flow_run,warnings,34,
critical_path,critPathMaxFanout,6,
pwr,p_per_area,392.3,nW/µm²
synthesis,syn-cell-area,544.3,µm²
die,rows,22,
sta,tightest_slew,0.08696,ns
final_layout,seq_area,0,µm²
pwr,vdd.ir_drop.worst,168.8,µV
critical_path,critPathCaptureType,"output port",
drt,num_vias,715,
hold_path,hp-class,"primary input to output port",
place,io_buffers,97,
final_layout,stdcell_area,1590,µm²
pwr,finalPower,0.0006238,W
die,die_width,81,µm
critical_path,cp-start-kind,"primary input",
synthesis,synth.mux.area_fraction,86.90,%
synthesis,synthTopCellsByArea,"mux2_4 83%, buf_12 11%, mux2_2 4.1%",
synthesis,top_cells_by_count,"30 x mux2_4, 3 x buf_12, 2 x mux2_2, 1 x buf_6",
[placed cells by master, fill, tap and decap left out]
master and instances:
buf_16 2, dlygate4sd2_1 51, buf_2 13, dlymetal6s2s_1 4
clkdlybuf4s50_1 9, buf_6 23, mux2_4 31, mux2_2 1
buf_12 4, buf_4 1
[where the power goes]
group          internal (W)  switching (W)
sequential                0              0
clock                     0              0
combinational      0.000487       0.000137
[cell families (layout without fill, tap and decap cells)]
logic type / after synthesis / after routing
buf+inv: 4 / 107
mux: 32 / 32
[final cells by class]
cell class                 instances  area share [%]
tap                               48           3.777
multi-input combinational         32           29.98
timing repair buffer             107           66.25
[critical path, cell delays in order]
cell    delay, ns
buf_12       0.12
buf_12       0.13
buf_12       0.12
mux2_4       0.29
buf_6        0.11
[per-stage QoR]
step | std cells | hold WS, ns
2_1_floorplan | 36 | 0.4977
3_3_place_gp | 179 | 1.175
4_1_cts | 186 | 0.7509
5_1_grt | 187 | 0.7167
3_5_place_dp | 179 | 1.186
6_report | 187 | 0.6905
[routing by layer]
| metal | vias to the layer above | track usage, % | routed length (µm) |
|---|---|---|---|
| met3 | 0 | 2.784 | 350 |
| met4 | 0 | 0 | 0 |
| met5 | - | 0 | 0 |
| li1 | 345 | - | - |
| met2 | 50 | 14.25 | 1452 |
| met1 | 320 | 9.026 | 1075 |
[what timing repair did]
item / in CTS / in global routing
setup endpoints to repair: 32 / 32
cloned: 2 / 0
buffers inserted: 5 / 1
hold endpoints to repair: 0 / 0
pin swaps: 0 / 0
gates resized: 171 / 10
[worst paths after layout]
kind / start / endpoint / cells after the start
hold / removal: in2[29] / out[29] / 3
setup / recovery: sel / out[4] / 5
No activity file was given, so power comes from the tool's default toggle rates.
